--- /design/flow/design.v ---
`timescale 1ns / 1ps
module Controller_1(reset, clk, OpCode, Funct, 
                PCWrite, PCWriteCond, IorD, MemWrite, MemRead,
                IRWrite, MemtoReg, RegDst, RegWrite, ExtOp, LuiOp,
                ALUSrcA, ALUSrcB, ALUOp, PCSource);
    input reset;
    input clk;
    input  [5:0] OpCode;
    input  [5:0] Funct;
    output reg PCWrite;
    output reg PCWriteCond;
    output reg [1:0] IorD;       
    output reg MemWrite;
    output reg MemRead;
    output reg IRWrite;
    output reg [2:0] MemtoReg;   
    output reg [1:0] RegDst;     
    output reg RegWrite;
    output reg ExtOp;
    output reg LuiOp;
    output reg [1:0] ALUSrcA;    
    output reg [1:0] ALUSrcB;    
    output reg [3:0] ALUOp;
    output reg [1:0] PCSource;   
    reg [2:0] state;  
    reg [2:0] next_state;  
    parameter sIF = 3'b0, sID = 3'b1; 
    parameter ADD = 4'b0000;
    parameter BEQ = 4'b0001;
    parameter R_TYPE = 4'b0010;
    parameter ADDIU = 4'd3;
    parameter ANDI = 4'd4;
    parameter SLTI = 4'd5;
    parameter SLTIU = 4'd6;
    always @(posedge reset or posedge clk) 
    begin
        if (reset) 
            begin
                state <= 3'b0;
                next_state <=3'b0;
                PCWrite <= 1'b0;
                PCWriteCond <= 1'b0;
                IorD <= 1'b0;
                MemWrite <= 1'b0;
                MemRead <= 1'b0;
                IRWrite <= 1'b0;
                MemtoReg <= 2'b00;
                RegDst <= 2'b0;
                RegWrite <= 1'b0;
                ExtOp <= 1'b0;
                LuiOp <= 1'b0;
                ALUSrcA <= 2'b0;
                ALUSrcB <= 2'b0;
                PCSource <= 2'b0;
            end
        else
        begin
            if (next_state == sIF)  
                begin
                    state <= next_state;
                    next_state <= next_state + 3'b1;
                    MemRead <= 1'b1;
                    IRWrite <= 1'b1;
                    PCWrite <= 1'b1;
                    PCSource <= 2'b00;
                    ALUSrcA <= 2'b00;
                    IorD <= 1'b0;
                    ALUSrcB <= 2'b01;
                    PCWriteCond <= 1'b0;
                    MemWrite <= 1'b0;
                    MemtoReg <= 2'b00;
                    RegDst <= 2'b0;
                    RegWrite <= 1'b0;
                    ExtOp <= 1'b0;
                    LuiOp <= 1'b0;
                    ALUOp <= ADD;        
                end
            else if (next_state == sID)  
                begin
                    state <= next_state;
                    next_state <= next_state + 3'b1;
                    ALUSrcA <= 2'b00;
                    ALUSrcB <= 2'b11;    
                    ExtOp <= 1'b1;
                    PCWrite <= 1'b0;
                    PCWriteCond <= 1'b0;
                    IorD <= 1'b0;
                    MemWrite <= 1'b0;
                    MemRead <= 1'b0;
                    IRWrite <= 1'b0;
                    MemtoReg <= 2'b00;
                    RegDst <= 2'b0;
                    RegWrite <= 1'b0;
                    LuiOp <= 1'b0;
                    PCSource <= 2'b0;
                    ALUOp <= ADD;      
                end
            else if (next_state == 3'd2) 
                begin
                    state <= next_state;
                    case(OpCode)
                        6'h00:         
                            begin
                                ALUSrcA <= (Funct==6'h00 || Funct==6'h02 || Funct==6'h03 ) ? 2'b10 : 2'b01; 
                                ALUSrcB <= 2'b00;      
                                case(Funct)
                                    6'h08:   
                                        begin
                                            PCSource <= 2'b00;
                                            PCWrite  <= 1'b1;
                                            next_state <= sIF;
                                            ALUOp <= ADD;
                                        end
                                    6'h09:   
                                        begin
                                            PCSource <= 2'b00;
                                            PCWrite  <= 1'b1;
                                            next_state <= sIF;
                                            RegDst <= 2'b01;
                                            MemtoReg <= 2'b10;
                                            RegWrite <= 1'b1;
                                            ALUOp <= ADD;
                                        end
                                    default:
                                        begin
                                            next_state <= sIF;
                                            RegWrite <= 1'b1;
                                            RegDst <= 2'b01;
                                            MemtoReg <= 2'b11;
                                            ALUOp <= R_TYPE;
                                        end
                                endcase
                            end
                        6'h23,6'h2b,6'h0f,6'h08,6'h09,6'h0c,6'h0b,6'h0a:    
                            begin
                                ALUSrcA <= 2'b01;                    
                                ALUSrcB <= 2'b10;                    
                                ExtOp <= ((OpCode==6'h0c)? 0 : 1);   
                                LuiOp <= ((OpCode==6'h0f)? 1 : 0);   
                                if (OpCode == 6'h23 || OpCode == 6'h2b || OpCode == 6'h08)
                                    ALUOp <= ADD;            
                                else if (OpCode == 6'h09) 
                                    ALUOp <= ADDIU;          
                                else if (OpCode == 6'h0c) 
                                    ALUOp <= ANDI;           
                                else if (OpCode == 6'h0a) 
                                    ALUOp <= SLTI;           
                                else if (OpCode == 6'h0b) 
                                    ALUOp <= SLTIU;          
                                else
                                    ALUOp <= ADD;
                                case(OpCode) 
                                    6'h2b:   
                                        next_state <= next_state + 3'b1;
                                    6'h23:   
                                        next_state <= next_state + 3'b1;
                                    default: begin
                                        next_state <= sIF;
                                        RegWrite <= 1'b1;
                                        RegDst <= 2'b00;
                                        MemtoReg <= 2'b11;
                                    end
                                endcase
                            end
                        6'h04:  
                            begin
                                PCWriteCond <= 1'b1;
                                ALUSrcA <= 2'b01;    
                                ALUSrcB <= 2'b00;    
                                PCSource <= 2'b01;   
                                next_state <= sIF;
                                ALUOp <= BEQ;
                            end
                        6'h02:  
                            begin
                                PCWrite <= 1'b1;
                                PCSource <= 2'b10;
                                next_state <= sIF;
                                ALUOp <= ALUOp;
                            end
                        6'h03:  
                            begin
                                PCWrite <= 1'b1;
                                PCSource <= 2'b10;
                                RegDst <= 2'b10;   
                                MemtoReg <= 2'b10;
                                RegWrite <= 1'b1;
                                next_state <= sIF;
                                ALUOp <= ALUOp;
                            end 
                        default: 
                            begin
                                next_state <= sIF;
                                ALUOp <= ALUOp;
                            end
                    endcase
                end
            else if (next_state == 3'd3) 
                begin
                    state <= next_state;
                    case(OpCode)
                        6'h2b:   
                            begin
                                MemWrite <= 1'b1;
                                IorD <= 1'b1;
                                next_state <= sIF;
                                ALUOp <= ALUOp;
                            end
                        6'h23:   
                            begin
                                MemRead <= 1'b1;
                                IorD <= 1'b1;
                                IRWrite <=1'b0;
                                RegWrite <= 1'b1;
                                RegDst <= 2'b00;
                                MemtoReg <= 3'b100;
                                next_state <= sIF; 
                                ALUOp <= ALUOp;
                            end
                        default: 
                            begin
                                next_state <= sIF;
                                ALUOp <= ALUOp;
                            end
                    endcase
                end
         end
    end
endmodule
--- /design/flow/run.sh ---
#!/bin/bash
# OpenROAD 26Q1-2900-gdf79404cd8, Yosys 0.63+post, stock flow scripts
make -C /OpenROAD-flow-scripts/flow DESIGN_CONFIG=/design/flow/config.mk WORK_HOME=/design/flow/orfs finish
--- /design/flow/config.mk ---
export PLATFORM = sky130hd
export DESIGN_NAME = Controller_1
export DESIGN_NICKNAME = Controller_1
export VERILOG_FILES = /design/flow/design.v
export SDC_FILE = /design/flow/constraint.sdc
export NUM_CORES = 4
export LEC_CHECK = 1
export CORE_AREA = 10 10 111 111
export DIE_AREA = 0 0 121 121
--- /design/flow/constraint.sdc ---
current_design Controller_1

set clk_period 4.2
set clk_io_pct 0.2

create_clock -name clk0 -period $clk_period [get_ports {clk}]

set non_clock_inputs [all_inputs -no_clocks]
set_input_delay [expr $clk_period * $clk_io_pct] -clock clk0 $non_clock_inputs
set_output_delay [expr $clk_period * $clk_io_pct] -clock clk0 [all_outputs]
==> flow_metrics.py <==
# Physical implementation metrics
metrics = {
    "synth": {
        "ys_cells": 164,
        "common_cells": "dfrtp_1, nor2_1, nand2_1",
        "yosysWarningCount": 1,
        "synthArstFlopShare": 0.885,
        "top_cells_by_area": "dfrtp_1, edfxtp_1, nor2_1",
        "avgSynthCellArea_sq_um": 9.25,
        "synth-seq-cells": 26,
        "yosys_area_sq_um": 1520,
        "synth_cell_types": 47,
        "seq_area_frac_synth": 0.439,
        "top_cell": "dfrtp_1",
        "synthCells": 164,
        "edf_count": 3,
        "syn_area_sq_um": 1520,
        "flop_cell": "dfrtp_1",
        "top_area_cell": "dfrtp_1",
        "top_cell_area_share": 0.379,
    },
    "grt": {
        "grt_pass1_vias": 1310,
        "grt_pass1_wl_mm": 7.19,
        "grt_usage": 0.0600,
        "antenna_found_initial": 0,
        "overflow": 0,
        "grt_max_degree": 24,
    },
    "cts": {
        "cts_root_buf": "clkbuf_8",
        "clock_sinks": 26,
        "clk_latency_ns": 0.27,
        "postCtsSetupRepairBufs": 0,
        "htreeDepth": 1,
        "cts.path.max_buffers": 2,
        "cts_tree": "built",
        "clk_pin_slew_ns": 0.10,
        "cts_made_buffers": 3,
        "post_cts_resized": 0,
        "hold_buffers": 0,
    },
    "route": {
        "antenna_cells": 0,
        "wl_per_cell_microns": 13.4,
        "drtAntennaViolNets": 0,
        "vias": 1340,
        "drt-vias-per-instance": 4.05,
        "dr.pass1.iters": 4,
        "routed_wl_mm": 4.42,
        "drt_iter0_markers": 120,
        "drc_errors": 0,
    },
    "floorplan": {
        "core_sq_um": 9860,
        "die_h_microns": 121,
        "num_rows": 36,
        "chipArea_sq_um": 14600,
        "io_pins": 39,
        "dieWidth_microns": 121,
        "fp-utilization": 0.154,
    },
    "sta": {
        "rsz0062_at_grt": "no",
        "fin_crit_sh": 0.641,
        "maxSlewViolCount": 0,
        "setup_viol_count_final": 0,
        "finClkSkew_ns": 0.00672,
        "fmax_mhz": 371,
        "layout_min_cycle_time_ns": 2.69,
        "hold_viol_final": 0,
        "slew_headroom": 0.468,
        "tns_ns": 0,
        "worstMarginPinSlew_ns": 0.793,
    },
    "job": {
        "warning_count": 28,
        "drv_cap": 0,
    },
    "critical_path": {
        "crit_fanout": 15,
        "cp.required_ns": 4.37,
        "endpoint_kind": "flip-flop",
        "path_cells": "clkdlybuf4s50_1, nand4b_2, or2_0, a211o_1, o21a_1, a32o_1",
        "crit_path_start_kind": "primary input",
        "slowest_stage": "clkdlybuf4s50_1",
        "critPathKind": "in -> reg",
        "cpPeakStageDelay_ns": 0.64,
        "worstPathArrival_ns": 2.86,
    },
    "final_layout": {
        "final_cells": 331,
        "post_route_cells_drive_above_1_share": 0.0657,
        "fin_util": 0.211,
        "syn_to_final_growth_pct": 36.9,
    },
    "placement": {
        "place_congestion": 0.873,
        "port_buffers": 36,
        "place_hpwl_mm": 3.48,
        "dp_cells": 327,
    },
    "pwr": {
        "power_density_nw_per_um2": 234,
        "p_leak_nw": 0.814,
        "irDropWorstVdd_uv": 72.3,
    },
    "run_status": {
        "status": "finished clean",
    },
    "hold_path": {
        "min_path_type": "reg -> reg",
    },
}
## placed cells by master, fill, tap and decap left out, types with 3 or more instances in the layout
master,n
clkbuf_8,3
dfrtp_1,23
o21a_1,5
nor3_1,6
nand2b_1,6
o21ai_1,3
a31oi_1,3
inv_1,6
edfxtp_1,3
o21ai_0,6
a32o_1,3
clkdlybuf4s50_1,36
ha_1,5
or3_1,4
nor2_1,18
nand2_1,14
nor2b_1,3
a21oi_1,12
## per-stage QoR
stage                     hold WS, ns  total power, mW  worst slack, ns  area, sq um
after global routing            0.539            0.511             1.42         2080
after detailed placement        0.479            0.306             1.25         2010
final                           0.498            0.487             1.51         2080
after global placement          0.470            0.306             1.30         2010
after CTS                       0.502            0.494             1.53         2080
after floorplan                 0.423            0.285             2.01         1520
## routing by layer
metal	up-vias	wire (microns)	GRT usage
met2	47	2100	0.0966
met1	630	2030	0.0838
met5	-	0	0
met4	0	51	0.00754
met3	2	246	0.0118
li1	661	-	-
## sequential cells by signal, indices dropped and copies added (netlist names), 2 cells and up
name	count
next_state	3
ALUSrcA	2
ALUOp	3
RegDst	2
PCSource	2
MemtoReg	3
ALUSrcB	2
## critical path, delay by kind of cell
kind / cells / cell delay [ns]
simple gates: 2 / 0.64
compound gates: 3 / 0.74
buf+inv: 1 / 0.64
## logic make-up (layout without fill, tap and decap cells)
kind of cell / after synthesis / after routing / synth area share
simple gates: 65 / 65 / 0.228
mux: 3 / 3 / 0.0223
fa+ha+maj: 5 / 5 / 0.0412
compound gates: 50 / 50 / 0.224
other cells: 1 / 2 / 0.00247
buf+inv: 14 / 47 / 0.0437
flops: 26 / 26 / 0.439
## cell type report
class,instances,area (sq um)
clock buffer,4,66.3
fill,1054,7790
tap,133,166
inverter,6,22.5
multi-input combinational,125,790
sequential,26,666
timing repair buffer,37,368
## power breakdown
part	switching [mW]	total [mW]	leakage, nW	internal (mW)
sequential	0.000551	0.255	0.301	0.255
clock	0.0829	0.187	0.0339	0.104
combinational	0.0248	0.0454	0.479	0.0206
## path summary, 6_finish.rpt
check	from	endpoint	slack [ns]	depth (start not counted)
worst max-delay path	OpCode[2]	MemtoReg[0]	1.51	6
min in group asynchronous	reset	ALUSrcA[0]	0.94	3
max in group asynchronous	reset	PCWriteCond	3.03	3
worst max register to register	next_state[0]	ExtOp	2.05	5
worst min register to register	ALUSrcB[0]	ALUSrcB[0]	0.50	2
worst min-delay path	ALUSrcB[0]	ALUSrcB[0]	0.50	2
Power and IR drop assume default switching activity.
