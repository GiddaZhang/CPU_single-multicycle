`design/flow/run.sh`:
```
#!/bin/bash
# OpenROAD 26Q1-2900-gdf79404cd8, Yosys 0.63+post, stock flow scripts
make -C /OpenROAD-flow-scripts/flow DESIGN_CONFIG=/design/flow/config.mk WORK_HOME=/design/flow/orfs finish
```
`design/flow/config.mk`:
```
export PLATFORM = sky130hd
export DESIGN_NAME = Controller
export DESIGN_NICKNAME = Controller
export VERILOG_FILES = /design/flow/design.v
export SDC_FILE = /design/flow/constraint.sdc
export NUM_CORES = 4
export LEC_CHECK = 1
export CORE_AREA = 10 10 113 113
export DIE_AREA = 0 0 123 123
```
`design/flow/constraint.sdc`:
```
current_design Controller

set clk_period 4.0
set clk_io_pct 0.2

create_clock -name clk0 -period $clk_period [get_ports {clk}]

set non_clock_inputs [all_inputs -no_clocks]
set_input_delay [expr $clk_period * $clk_io_pct] -clock clk0 $non_clock_inputs
set_output_delay [expr $clk_period * $clk_io_pct] -clock clk0 [all_outputs]
```
`design/flow/design.v`:
```
`timescale 1ns / 1ps
module Controller(reset, clk, OpCode, Funct, 
                PCWrite, PCWriteCond, IorD, MemWrite, MemRead,
                IRWrite, MemtoReg, RegDst, RegWrite, ExtOp, LuiOp,
                ALUSrcA, ALUSrcB, ALUOp, PCSource);
    input reset;
    input clk;
    input  [5:0] OpCode;
    input  [5:0] Funct;
    output reg PCWrite;
    output reg PCWriteCond;
    output reg IorD;             
    output reg MemWrite;
    output reg MemRead;
    output reg IRWrite;
    output reg [1:0] MemtoReg;   
    output reg [1:0] RegDst;     
    output reg RegWrite;
    output reg ExtOp;
    output reg LuiOp;
    output reg [1:0] ALUSrcA;    
    output reg [1:0] ALUSrcB;    
    output reg [3:0] ALUOp;
    output reg [1:0] PCSource;   
    reg [2:0] state;  
    reg [2:0] next_state;  
    parameter sIF = 3'b0, sID = 3'b1; 
    parameter ADD = 4'b0000;
    parameter BEQ = 4'b0001;
    parameter R_TYPE = 4'b0010;
    parameter ADDIU = 4'd3;
    parameter ANDI = 4'd4;
    parameter SLTI = 4'd5;
    parameter SLTIU = 4'd6;
    always @(posedge reset or posedge clk) 
    begin
        if (reset) 
            begin
                state <= 3'b0;
                next_state <=3'b0;
                PCWrite <= 1'b0;
                PCWriteCond <= 1'b0;
                IorD <= 1'b0;
                MemWrite <= 1'b0;
                MemRead <= 1'b0;
                IRWrite <= 1'b0;
                MemtoReg <= 2'b00;
                RegDst <= 2'b0;
                RegWrite <= 1'b0;
                ExtOp <= 1'b0;
                LuiOp <= 1'b0;
                ALUSrcA <= 2'b0;
                ALUSrcB <= 2'b0;
                PCSource <= 2'b0;
            end
        else
        begin
            if (next_state == sIF)  
                begin
                    state <= next_state;
                    next_state <= next_state + 3'b1;
                    MemRead <= 1'b1;
                    IRWrite <= 1'b1;
                    PCWrite <= 1'b1;
                    PCSource <= 2'b00;
                    ALUSrcA <= 2'b00;
                    IorD <= 1'b0;
                    ALUSrcB <= 2'b01;
                    PCWriteCond <= 1'b0;
                    MemWrite <= 1'b0;
                    MemtoReg <= 2'b00;
                    RegDst <= 2'b0;
                    RegWrite <= 1'b0;
                    ExtOp <= 1'b0;
                    LuiOp <= 1'b0;
                    ALUOp <= ADD;        
                end
            else if (next_state == sID)  
                begin
                    state <= next_state;
                    next_state <= next_state + 3'b1;
                    ALUSrcA <= 2'b00;
                    ALUSrcB <= 2'b11;    
                    ExtOp <= 1'b1;
                    PCWrite <= 1'b0;
                    PCWriteCond <= 1'b0;
                    IorD <= 1'b0;
                    MemWrite <= 1'b0;
                    MemRead <= 1'b0;
                    IRWrite <= 1'b0;
                    MemtoReg <= 2'b00;
                    RegDst <= 2'b0;
                    RegWrite <= 1'b0;
                    LuiOp <= 1'b0;
                    PCSource <= 2'b0;
                    ALUOp <= ADD;      
                end
            else if (next_state == 3'd2) 
                begin
                    state <= next_state;
                    case(OpCode)
                        6'h00:         
                            begin
                                ALUSrcA <= (Funct==6'h00 || Funct==6'h02 || Funct==6'h03 ) ? 2'b10 : 2'b01; 
                                ALUSrcB <= 2'b00;      
                                case(Funct)
                                    6'h08:   
                                        begin
                                            PCSource <= 2'b00;
                                            PCWrite  <= 1'b1;
                                            next_state <= sIF;
                                            ALUOp <= ADD;
                                        end
                                    6'h09:   
                                        begin
                                            PCSource <= 2'b00;
                                            PCWrite  <= 1'b1;
                                            next_state <= sIF;
                                            RegDst <= 2'b01;
                                            MemtoReg <= 2'b10;
                                            RegWrite <= 1'b1;
                                            ALUOp <= ADD;
                                        end
                                    default:
                                        begin
                                            next_state <= next_state + 3'b1;
                                            ALUOp <= R_TYPE;
                                        end
                                endcase
                            end
                        6'h23,6'h2b,6'h0f,6'h08,6'h09,6'h0c,6'h0b,6'h0a:    
                            begin
                                ALUSrcA <= 2'b01;                    
                                ALUSrcB <= 2'b10;                    
                                ExtOp <= ((OpCode==6'h0c)? 0 : 1);   
                                LuiOp <= ((OpCode==6'h0f)? 1 : 0);   
                                next_state <= next_state + 3'b1;
                                if (OpCode == 6'h23 || OpCode == 6'h2b || OpCode == 6'h08)
                                    ALUOp <= ADD;            
                                else if (OpCode == 6'h09) 
                                    ALUOp <= ADDIU;          
                                else if (OpCode == 6'h0c) 
                                    ALUOp <= ANDI;           
                                else if (OpCode == 6'h0a) 
                                    ALUOp <= SLTI;           
                                else if (OpCode == 6'h0b) 
                                    ALUOp <= SLTIU;          
                            end
                        6'h04:  
                            begin
                                PCWriteCond <= 1'b1;
                                ALUSrcA <= 2'b01;    
                                ALUSrcB <= 2'b00;    
                                PCSource <= 2'b01;   
                                next_state <= sIF;
                                ALUOp <= BEQ;
                            end
                        6'h02:  
                            begin
                                PCWrite <= 1'b1;
                                PCSource <= 2'b10;
                                next_state <= sIF;
                                ALUOp <= ALUOp;
                            end
                        6'h03:  
                            begin
                                PCWrite <= 1'b1;
                                PCSource <= 2'b10;
                                RegDst <= 2'b10;   
                                MemtoReg <= 2'b10;
                                RegWrite <= 1'b1;
                                next_state <= sIF;
                                ALUOp <= ALUOp;
                            end 
                        default: 
                            begin
                                next_state <= sIF;
                                ALUOp <= ALUOp;
                            end
                    endcase
                end
            else if (next_state == 3'd3) 
                begin
                    state <= next_state;
                    case(OpCode)
                        6'h00:   
                            begin
                                RegWrite <= 1'b1;
                                RegDst <= 2'b01;
                                MemtoReg <= 2'b01;
                                next_state <= sIF;
                                ALUOp <= R_TYPE;
                            end
                        6'h2b:   
                            begin
                                MemWrite <= 1'b1;
                                IorD <= 1'b1;
                                next_state <= sIF;
                                ALUOp <= ALUOp;
                            end
                        6'h08,6'h09,6'h0c,6'h0b,6'h0a,6'h0f:    
                            begin
                                RegWrite <= 1'b1;
                                RegDst <= 2'b00;
                                MemtoReg <= 2'b01;
                                next_state <= sIF;
                                ALUOp <= ALUOp;
                            end
                        6'h23:   
                            begin
                                MemRead <= 1'b1;
                                IorD <= 1'b1;
                                IRWrite <=1'b0;
                                next_state <= next_state +3'b001;
                                ALUOp <= ALUOp;
                            end
                        default: 
                            begin
                                next_state <= sIF;
                                ALUOp <= ALUOp;
                            end
                    endcase
                end
            else if (next_state == 3'd4) 
                begin
                    state <= next_state;
                    case(OpCode)
                        6'h23: 
                            begin
                                RegWrite <= 1'b1;
                                RegDst <= 2'b00;
                                MemtoReg <= 2'b00;
                                next_state <= sIF;
                                ALUOp <= ALUOp;
                            end
                        default: 
                            begin
                                next_state <= sIF;
                                ALUOp <= ALUOp;
                            end
                    endcase
                 end
         end
    end
endmodule
```
==> results_slide.txt <==
Physical Implementation Snapshot

Clock network
  – Late-Pin Clk Latency: roughly 0.27 ns
  – Clock sink total: 25
  – Clock tree from TritonCTS: done
  – Root Buffer: clkbuf_8
  – Post-CTS Resized: 0
  – H-tree depth: 1
  – CTS Buf Count: 3
  – Post-CTS setup buffers: 0
  – Max Buffers Root-to-Sink: 2
  – Clock transition at the registers of the reported paths: 0.09 ns
  – CTS Hold Buffers Added: 0

Logic synthesis
  – Chip Area, Yosys: 1570 µm²
  – Cells after Synth: 162
  – Synth top area cells: dfrtp_1 (35%), edfxtp_1 (5.8%), ha_1 (4.0%), nor2_1 (3.8%), a21oi_1 (2.6%)
  – Cell taking the most area after synthesis: dfrtp_1
  – Ys async rst share: approximately 88%
  – Dominant register cell: dfrtp_1
  – Synthesis-stage register bit count: 25
  – Commonest cells post-synth: dfrtp_1 (22), nor2_1 (16), a21oi_1 (8), inv_1 (8)
  – Flip-flops with a built-in enable: 3
  – Sequential share of the synthesized area: approximately two fifths
  – Cells in synth_stat.txt: 162
  – Synth warnings: 1
  – Synth cell types: 52
  – Mapped cell area: roughly 1600 µm²
  – Synthesized area per cell: 9.67 µm²
  – Top area contributor share: 35.1%
  – Synth top cell by count: dfrtp_1

Detailed routing
  – Vias: between 1000 and 1500
  – DRC violations left: 0
  – Final WL: 4.59 mm
  – Starting DRT DRC Count: 43
  – Vias per cell: 4.04
  – Pre-antenna DRT Iters: 4
  – DR WL/cell: 13.9 µm
  – Diode count: 0
  – ANT nets after route: 0

Run
  – OpenROAD warnings: 28
  – Max-cap check violation count: 0

Die
  – DIE AREA: 15100 µm²
  – Init Core Util: around 15%
  – Core Area: 10300 µm²
  – Die W: 123 µm
  – Die height: 123 µm
  – Row Count: 37
  – I/O pins: 37

Placement
  – PortBufs: 35
  – HPWL Detailed: 3.71 mm
  – Gpl congestion: 0.883

Timing
  – Setup-failing EPs final: 0
  – Crit path time final: 2.86 ns
  – Fin. Hold Viols: 0
  – RSZ-0062 raised after global routing: false
  – Worst slew margin: 53.8%
  – Final Slew Violations: 0
  – Fmax achieved: 0.349 GHz
  – Setup Skew: slightly above 0.006 ns
  – Worst-Margin Slew: 0.689 ns
  – Setup TNS: 0 ns
  – Final worst-path cycle share: between 70% and 80%

Critical path
  – Worst EP required: 4.16 ns
  – R2R cell count: 6
  – Max stage delay cell, worst path: clkdlybuf4s50_1
  – Setup crit end kind: register
  – CP max stage delay: 0.78 ns
  – Critical path type: in2reg
  – Critical Path, Cell by Cell: clkdlybuf4s50_1, or3b_1, a21oi_1, nor2b_2, a211oi_4, mux2_4
  – Critical Path AT: ~3.0 ns
  – Worst Path Max Fanout: 12
  – CP Launch Type: input pin

Global route
  – Total GRT Usage: 5.99%
  – Largest net degree at the start of global routing: 23
  – Global-route wire length before repair: about 7.3 mm
  – Initial antenna violation count: 0
  – Vias in the first global route: roughly 1400
  – Overflow after GRT: 0

Worst hold path
  – Min-delay worst type: reg2reg
  – Depth of the worst hold-timing path: 1

Pwr
  – Max IR drop VDD: 187 µV
  – Total Power: between 1 and 1.5 mW
  – Pwr Density: 537 nW/µm²
  – P_leak: 0.799 nW

Outcome
  – Status: finished, final reports clean

Finish
  – Layout area overhead: 33.0%
  – Filler Cells Inserted: between 1000 and 1500
  – Layout cells sized above 1: a little under an eighth
[placed cells by master (no fill, tap or decap), types with 3 or more instances in the layout]
cell / Yosys / layout
nor2b_1: 3 / 3
a31oi_1: 4 / 4
dfrtp_1: 22 / 22
o21ai_0: 5 / 5
clkdlybuf4s50_1: 0 / 35
nand2b_1: 4 / 4
a22o_1: 3 / 3
ha_1: 5 / 5
or2_2: 3 / 3
edfxtp_1: 3 / 3
inv_1: 8 / 8
a211oi_1: 3 / 3
nand3_1: 6 / 6
a21oi_1: 8 / 8
nor2_1: 16 / 16
nor3_1: 7 / 7
clkbuf_8: 0 / 3
o21ai_1: 4 / 4
nand2_1: 7 / 7
[cells by family (layout without fill, tap and decap cells)]
logic type	after synthesis	in the layout	synth area share (%)
compound gates	45	45	21.2
xor+xnor	1	1	0.559
fa+ha+maj	5	5	3.99
buf+inv	16	48	5.59
flops	25	25	40.9
mux	5	5	3.91
other cells	1	1	0.239
simple gates	64	64	23.6
[final cells by class]
cell class | count | area [µm²] | share of cell area (%)
inverters | 8 | 30.0 | 1.44
multi-input cells | 121 | 838 | 40.2
repair buffers | 36 | 358 | 17.2
clock inverters | 1 | 5.00 | 0.240
clock buffers | 3 | 41.3 | 1.98
flip-flops and latches | 25 | 641 | 30.8
well taps | 136 | 170 | 8.17
[registers in the layout (all words and copies together), names as in the netlist]
signal and cells:
ALUOp 3, next_state 3, ALUSrcA 2, ALUSrcB 2, MemtoReg 2, PCSource 2, RegDst 2, ExtOp 1
IRWrite 1, IorD 1, LuiOp 1, MemRead 1, MemWrite 1, PCWrite 1, PCWriteCond 1, RegWrite 1
[metrics by stage]
stage                     utilization, %  hold WS (ns)  worst slack [ns]  cells  instance area [µm²]
after detailed placement            19.7         0.488             0.897    326                 2040
final                               20.2         0.508              1.14    330                 2080
after global routing                20.2         0.543              1.07    330                 2080
after floorplan                        -         0.426              1.68    162                 1570
after global placement              19.7         0.476             0.927    326                 2040
after CTS                           20.2         0.514              1.17    330                 2080
[per-layer routing]
layer	share of wire, %	track usage [%]	wire (µm)
met5	0	0	0
met4	0.68	0.655	31
met3	5.1	1.43	232
met2	51	11.0	2360
met1	43	7.18	1970
[report_power, final]
group	total (mW)	internal, mW	switching [mW]
Combinational	0.587	0.284	0.303
Sequential	0.380	0.333	0.0475
Clock	0.151	0.0697	0.0815
[final timing paths]
path,start,to,slack (ns)
setup / recovery,OpCode[3],MemtoReg[0],1.14
hold reg to reg,IRWrite,IRWrite,0.51
max in group asynchronous,reset,PCSource[0],2.87
min in group asynchronous,reset,LuiOp,0.89
setup reg to reg,next_state[0],ALUOp[0],1.62
hold / removal,IRWrite,IRWrite,0.51
[critical path: cells and delay by family]
family | cells | cell delay (ns)
muxes | 1 | 0.33
and+or+nand+nor | 2 | 0.54
AOI/OAI and AO/OA | 2 | 0.56
buffers and inverters | 1 | 0.78
Power and IR drop assume default switching activity.
