File: ./constraint.sdc
current_design InstAndDataMemory_1

set clk_period 6.8
set clk_io_pct 0.2

create_clock -name clk0 -period $clk_period [get_ports {clk}]

set non_clock_inputs [all_inputs -no_clocks]
set_input_delay [expr $clk_period * $clk_io_pct] -clock clk0 $non_clock_inputs
set_output_delay [expr $clk_period * $clk_io_pct] -clock clk0 [all_outputs]
File: ./config.mk
export PLATFORM = sky130hd
export DESIGN_NAME = InstAndDataMemory_1
export DESIGN_NICKNAME = InstAndDataMemory_1
export VERILOG_FILES = /design/flow/design.v
export SDC_FILE = /design/flow/constraint.sdc
export NUM_CORES = 4
export LEC_CHECK = 1
export CORE_UTILIZATION = 50
File: ./run.sh
#!/bin/bash
# OpenROAD 26Q1-2900-gdf79404cd8, Yosys 0.63+post, stock flow scripts
make -C /OpenROAD-flow-scripts/flow DESIGN_CONFIG=/design/flow/config.mk WORK_HOME=/design/flow/orfs finish
File: ./design.v
`timescale 1ns / 1ps
module InstAndDataMemory_1(reset, clk, Address, Write_data, MemRead, MemWrite, Mem_data);
	input reset;
	input clk;
	input [31:0] Address;
	input [31:0] Write_data;
	input MemRead;
	input MemWrite;
	output [31:0] Mem_data;
	parameter RAM_SIZE = 256;
	parameter RAM_SIZE_BIT = 8;
	parameter RAM_INST_SIZE = 32;
	reg [31:0] RAM_data[RAM_SIZE - 1: 0];
	assign Mem_data = MemRead? RAM_data[Address[RAM_SIZE_BIT + 1:2]]: 32'h00000000;
	integer i;
	always @(posedge reset or posedge clk) begin
		if (reset) begin
            RAM_data[8'd0] <= {6'h08, 5'd0 , 5'd4 , 16'h2f5b};
            RAM_data[8'd1] <= {6'h09, 5'd0 , 5'd5 , 16'hcfc7};
            RAM_data[8'd2] <= {6'h00, 5'd0 , 5'd5 , 5'd6 , 5'd16 , 6'h00};
            RAM_data[8'd3] <= {6'h00, 5'd0 , 5'd6 , 5'd7 , 5'd16 , 6'h03};
            RAM_data[8'd4] <= {6'h04, 5'd7 , 5'd5 , 16'h0001};
            RAM_data[8'd5] <= {6'h0f, 5'd0 , 5'd4 , 16'h56ce};
            RAM_data[8'd6] <= {6'h00, 5'd6 , 5'd4 , 5'd8 , 5'd0 , 6'h20};
            RAM_data[8'd7] <= {6'h00, 5'd0 , 5'd8 , 5'd9 , 5'd8 , 6'h03};
            RAM_data[8'd8] <= {6'h08, 5'd0 , 5'd10, 16'hd0a5};
            RAM_data[8'd9] <= {6'h00, 5'd4 , 5'd10 , 5'd2 , 5'd0 , 6'h2a};
            RAM_data[8'd10] <= {6'h00, 5'd4 , 5'd10 , 5'd3 , 5'd0 , 6'h2b};
            RAM_data[8'd11] <= {6'h02, 26'd11};
			for (i = RAM_INST_SIZE; i < RAM_SIZE; i = i + 1)
				RAM_data[i] <= 32'h00000000;
		end else if (MemWrite) begin
			RAM_data[Address[RAM_SIZE_BIT + 1:2]] <= Write_data;
		end
	end
endmodule
==> run summary <==
Results of the flow run.

The tally of buffers added on design ports stands at between 70 and 80. For this run, the leading register cell type out of synthesis is sky130_fd_sc_hd__dfrtp_1. The post-synthesis cell type count stands at between 70 and 80.

According to the logs, the last stage reached was 5_1_grt. The sequential element share of the synthesized area stands at 0.585. The first error in the log reads "[ERROR GRT-0116] Global routing finished with congestion. Check the congestion regions in the DRC Viewer".

The synthesized design contains ~640 enable-type register cells. The floorplan report gives the top-level pin count as ~100. The minimum setup slack after placement stands at -1.27 ns. Yosys reported that registers with async set or reset make up 0.922. The clock tree synthesis step divided the H-tree into 6 levels. The number of warnings reported in the yosys synthesis log stands at 2. The number of buffers inserted during clock tree synthesis stands at about 860. The clock passes through at most 4 buffers. The report classifies the worst endpoint after the last repair as a top-level output.

The number of cells in the yosys synthesis report stands at between 20000 and 30000. The netlist area before placement stands at 356000 sq um. Entering global routing, the biggest net connects ~160 pins. Summed over all nets, the half-perimeter wirelength after detailed placement is roughly 1800 mm. Per the post-synthesis report, the number of cells in the design is between 20000 and 30000. Each instance of the synthesized netlist takes up on average approximately 13 sq um. The synthesized netlist has a Yosys-reported chip area of 356000 sq um. The number of buffers inserted for hold repair after clock tree synthesis stands at 0. The weighted congestion reported at the end of routability-driven placement stands at 1.19. Looking at the post-global-route repair summary, the critical endpoint is Mem_data[20]. The clock drives approximately 8000 sinks. The run stopped with a tool error. The total of flip-flops plus latches after synthesis stands at between 8000 and 9000. The die boundary width stands at between 800 and 900 um. The floorplan step records an initial core utilization of 0.502. Looking at the clock tree report, the root buffer type is sky130_fd_sc_hd__clkbuf_16. According to the floorplan log, the row count is just over 300. The die span in y stands at 846 um. The post-placement cell area is roughly 400000 sq um.
synth_stat cells (6+ instances only):
cell	number	share of area
sky130_fd_sc_hd__or4b_2	11	0.00031
sky130_fd_sc_hd__nand4b_1	6	0.00015
sky130_fd_sc_hd__o21ai_0	29	0.00041
sky130_fd_sc_hd__o2111ai_1	14	0.00034
sky130_fd_sc_hd__nand4_1	580	0.010
sky130_fd_sc_hd__nand2_1	464	0.0049
sky130_fd_sc_hd__a21oi_1	262	0.0037
sky130_fd_sc_hd__a32oi_1	26	0.00064
sky130_fd_sc_hd__and3_1	517	0.0091
sky130_fd_sc_hd__edfxtp_1	640	0.054
sky130_fd_sc_hd__o221ai_1	17	0.00042
sky130_fd_sc_hd__nor3_1	72	0.0010
sky130_fd_sc_hd__clkbuf_1	1488	0.016
sky130_fd_sc_hd__nand4bb_1	9	0.00028
sky130_fd_sc_hd__dfstp_2	102	0.0075
sky130_fd_sc_hd__a221o_1	23	0.00065
sky130_fd_sc_hd__buf_4	7	0.00015
sky130_fd_sc_hd__a222oi_1	131	0.0037
sky130_fd_sc_hd__o22ai_1	343	0.0060
sky130_fd_sc_hd__and4_1	36	0.00089
sky130_fd_sc_hd__o41ai_1	28	0.00069
sky130_fd_sc_hd__a221oi_1	94	0.0023
sky130_fd_sc_hd__a31oi_1	40	0.00070
sky130_fd_sc_hd__a2111oi_0	168	0.0041
sky130_fd_sc_hd__nor2_1	306	0.0032
sky130_fd_sc_hd__buf_1	857	0.0090
sky130_fd_sc_hd__nor4bb_1	14	0.00039
sky130_fd_sc_hd__a22oi_1	2328	0.049
sky130_fd_sc_hd__nor4b_1	13	0.00032
sky130_fd_sc_hd__buf_2	417	0.0059
sky130_fd_sc_hd__or4_1	112	0.0024
sky130_fd_sc_hd__dfrtp_1	7450	0.52
sky130_fd_sc_hd__a22o_1	328	0.0081
sky130_fd_sc_hd__inv_1	6	0.000063
sky130_fd_sc_hd__or3_1	10	0.00018
sky130_fd_sc_hd__buf_6	12	0.00038
sky130_fd_sc_hd__or2_2	7	0.00012
sky130_fd_sc_hd__o211ai_1	67	0.0014
sky130_fd_sc_hd__nor4_1	258	0.0045
sky130_fd_sc_hd__mux2_2	7550	0.24
sky130_fd_sc_hd__and4b_1	14	0.00039
sky130_fd_sc_hd__o22a_1	38	0.00093
sky130_fd_sc_hd__nand3_1	1532	0.022
per-stage QoR:
step / setup TNS [ns] / cells / utilization
CTS: -0.0934 / 38200 / 0.603
detailed placement: -19.37 / 36500 / 0.560
global placement: -23.03 / 36500 / 0.560
floorplan: - / 26500 / -
cells by family after synthesis:
logic type	after synthesis	share of synthesized area
flip-flops	8192	0.585
AND/OR/NAND/NOR	3990	0.0607
adder cells (fa/ha/maj)	1	0.0000281
AND-OR/OR-AND	3965	0.0840
buffers and inverters	2789	0.0312
multiplexers	7555	0.239
what timing repair did:
item                                    in CTS
endpoints found under the hold margin        0
endpoints found under the setup margin      32
buffers inserted                            77
pin swaps                                   51
gates resized                              198
